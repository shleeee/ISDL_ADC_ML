File: ./run.sh
#!/bin/bash
# OpenROAD 26Q1-2900-gdf79404cd8, Yosys 0.63+post, stock flow scripts
make -C /OpenROAD-flow-scripts/flow DESIGN_CONFIG=/design/flow/config.mk WORK_HOME=/design/flow/orfs finish
File: ./design.v
module prbs_gen_2b(
	input		arstb,		 
	input		rstb,		 
	input		clk,		 
	input		prbs_en,	 
	input		inv,		 
	input	[1:0]	ptrn_sel,	 
	output [1:0]	out		 
	);
	reg	[30:0]	ptrn;
	always @(posedge clk or negedge arstb)
		begin
		if(!arstb)	ptrn <= 31'b010_1010_1010_1010_1010_1010_1010_1010;
		else if(!rstb)	ptrn <= 31'b010_1010_1010_1010_1010_1010_1010_1010;
		else
			begin
			if(prbs_en)
				begin
				case(ptrn_sel)
					2'b00 : ptrn <= {ptrn[30:7],(ptrn[0]^ptrn[1]),ptrn[6:1]};
					2'b01 : ptrn <= {ptrn[30:10],(ptrn[0]^ptrn[3]),ptrn[9:1]};
					2'b10 : ptrn <= {ptrn[30:15],(ptrn[0]^ptrn[1]),ptrn[14:1]};
					2'b11 : ptrn <= {(ptrn[0]^ptrn[3]),ptrn[30:1]};
					default : ptrn <= {(ptrn[0]^ptrn[3]),ptrn[30:1]};
				endcase
				end
			else	ptrn[0] <= ~ptrn[0];
			end
		end
	assign	out = inv ? ~ptrn[1:0] : ptrn[1:0];
endmodule
File: ./constraint.sdc
current_design prbs_gen_2b

set clk_period 2.3
set clk_io_pct 0.2

create_clock -name clk0 -period $clk_period [get_ports {clk}]

set non_clock_inputs [all_inputs -no_clocks]
set_input_delay [expr $clk_period * $clk_io_pct] -clock clk0 $non_clock_inputs
set_output_delay [expr $clk_period * $clk_io_pct] -clock clk0 [all_outputs]
File: ./config.mk
export PLATFORM = sky130hd
export DESIGN_NAME = prbs_gen_2b
export DESIGN_NICKNAME = prbs_gen_2b
export VERILOG_FILES = /design/flow/design.v
export SDC_FILE = /design/flow/constraint.sdc
export NUM_CORES = 4
export LEC_CHECK = 1
export CORE_UTILIZATION = 30
==> metrics.yaml <==
die-area_um2: 4680
warning_count: 25
globalplace.congestion: 0.746
drt-initial-drc-count: 39
path_max_fanout: 2
largest_net_degree_at_the_start_of_global_routing: 32
antenna_violations_before_repair: 0
clock_tree.htree_level_count: 2
critPathArrivalTime_ns: 1.59
rows: 23
first_pass_grt_wire_length_um: 3670
worstPathRequired_ns: 1.84
hold_violations: 0
netlist_area_um2: 1320
postCtsResizedCells: 0
diode_insertion_count_for_antenna_repair: 0
seq_power_share_pct: 54.5
cts_tree: "yes"
synth.yosys.warnings: 1
netSwitchingPower_uw: 265
slew_violations: 0
cts_setup_buffers: 0
fp_util_pct: 32.2
final-setup-viol-count: 0
critical_path.startpoint_type: "primary input"
final_antenna_net_count: 0
overall_power_consumption_uw: 1130
registers.top_by_ff_count: "ptrn"
power.combinational.fraction_pct: 10.4
total_leakage_power_uw: 0.000653
largest_area_cell: "dfrtp_1"
final.min_clock_period_ns: 2.05
irDropWorstVdd_mv: 0.188
floorplan.core_area_um2: 4120
largest_reg_flops: 31
max_slew_margin_pct: 73.9
cts.sink_count: 31
final_layout_size_suffix_gt1_share_pct: 21.7
grt_setup_unrepaired: "false"
clockRootBuffer: "clkbuf_8"
worstPathCellList: "clkdlybuf4s50_1 > xor2_1 > clkdlybuf4s50_1"
critPathMaxStageDelay_ns: 0.50
numCtsBuffers: 5
io-pin-count: 9
power.share.clock_pct: 35.1
routedWlPerCell_um: 12.7
portBuffers: 8
drc: 0
chipHeight_um: 68.4
grt_usage_pct: 10.8
maximum_achievable_frequency_ghz: 0.489
cap_violations: 0
topCellsByArea: "dfrtp_1 (30%), dfstp_2 (30%), a22o_1 (5.3%), mux2i_1 (5.3%), o22a_1 (5.3%)"
swShare_pct: 23.5
dieWidth_um: 68.4
run_status: "completed"
ys_cells: 108
syn-mean-instance-area_um2: 12.3
postSynthRegisterBits: 31
tightest_slew_ns: 0.391
worst_path_most_repeated_cell: "clkdlybuf4s50_1"
top_cell_area_share_pct: 30.2
slowest_stage: "clkdlybuf4s50_1"
postRouteWirelength_um: 2150
number_of_global_route_vias_before_repair: 779
finalClockPeriodUsage_pct: 89.0
synth.yosys.seq_area_share_pct: 60.0
cts-root-to-sink-buffers: 2
netlist_instances: 108
end_kind: "output pin"
timing.clock.skew_ns: 0.00828
grt-ovfl-total: 0
detailedRoute.firstPassIterationCount: 4
netlist-cell-type-count: 27
insertion_delay_ns: 0.28
cts_hold_buffers: 0
post_dp_cell_area_um2: 1440
clkTransAtPathRegs_ns: 0.07
routed-via-count: 813
avgViaCountPerCell: 4.78
biggestRegsByFlops: "ptrn x31"
setup_total_negative_slack_ns: 0
internal_power_uw: 864
ys_chip_area_um2: 1320
dp_hpwl_um: 1450
setup.worst_path.class: "primary input to output pin"
power_density_nw_per_um2: 742
fin_area_um2: 1520
hp-class: "flip-flop to flip-flop"
flow.area_growth_from_synthesis_pct: 15.0
==> through the flow <==
| step | hold WS (ns) | cells | setup slack (ns) | util (%) |
|---|---|---|---|---|
| 2_1_floorplan | 0.164 | 108 | 0.996 | - |
| 3_3_place_gp | 0.475 | 162 | 0.255 | 35.0 |
| 3_5_place_dp | 0.479 | 162 | 0.241 | 35.0 |
| 4_1_cts | 0.490 | 170 | 0.241 | 37.0 |
| 5_1_grt | 0.511 | 170 | 0.200 | 37.0 |
| 6_report | 0.484 | 170 | 0.253 | 37.0 |
==> power groups by stage <==
stage / clock, uW / combinational, uW / sequential, uW
final: 397 / 117 / 615
after global routing: 450 / 133 / 620
after CTS: 412 / 120 / 616
==> layer usage <==
metal	GRT usage (%)	vias up	routed length (um)
li1	-	401	-
met1	15.5	397	1040
met2	16.3	12	965
met3	3.72	3	117
met4	2.08	0	32
met5	0	-	0
==> placed cells by master (no fill, tap or decap) <==
master	netlist	layout
a22o_1	8	8
xor2_1	4	4
dfrtp_1	16	16
o21ai_1	2	2
and2_1	3	3
clkdlybuf4s50_1	0	8
o2bb2ai_1	1	1
clkinv_2	0	1
clkbuf_8	0	5
nand2b_1	2	2
mux2i_1	7	7
clkbuf_1	2	2
o22a_1	8	8
nor3_1	1	1
o311ai_0	1	1
and3_4	1	1
a21boi_1	4	4
nand3_1	3	3
o211ai_1	1	1
o21bai_1	1	1
buf_4	1	3
o21ai_0	1	1
nand3_2	1	1
nand2_1	17	17
nor2b_1	3	3
dfstp_2	15	15
inv_1	1	1
==> critical path: cells and delay by family <==
kind | cells | cell delay (ns)
buffers and inverters | 2 | 0.97
xor gates and xnor gates | 1 | 0.15
==> synth_stat cells, drive strengths merged <==
cell	n
nand2b	2
a22o	8
mux2i	7
clkbuf	3
and2	3
o211ai	1
and3	1
a21boi	4
nand2	17
nand3	4
o21bai	1
inv	1
dfstp	15
dfrtp	16
o21ai	3
nor2b	3
buf	4
nor3	1
o2bb2ai	1
xor2	4
o22a	8
o311ai	1
==> worst paths after layout <==
kind                          start  endpoint  slack [ns]  cells after the start
min reg2reg                ptrn[16]  ptrn[15]        0.48                      1
max                             inv    out[1]        0.25                      3
max reg2reg                 ptrn[1]   ptrn[6]        1.10                      3
max in group asynchronous     arstb   ptrn[1]        1.41                      2
min in group asynchronous     arstb  ptrn[10]        0.56                      2
min                        ptrn[16]  ptrn[15]        0.48                      1
==> final cells by class <==
cell class	instances	area, um^2
clock buffer	7	76.3
clock inverter	1	5.00
fill	393	2590
inverter	1	3.75
multi-input combinational	69	478
sequential	31	795
tap	50	62.6
timing repair buffer	11	103
==> logic make-up after synthesis <==
group                     after synthesis  synth area share (%)
buffers and inverters                   8                  3.87
and+or+nand+nor                        31                  11.7
AOI/OAI and AO/OA                      27                  16.4
xor gates and xnor gates                4                  2.65
muxes                                   7                  5.29
DFF                                    31                  60.0
Power figures rest on the tool's default switching activity, not on a simulated workload.
