File: run.sh
#!/bin/bash
# OpenROAD 26Q1-2900-gdf79404cd8, Yosys 0.63+post, stock flow scripts
make -C /OpenROAD-flow-scripts/flow DESIGN_CONFIG=/design/flow/config.mk WORK_HOME=/design/flow/orfs finish
File: config.mk
export PLATFORM = sky130hd
export DESIGN_NAME = prbs_gen_1b
export DESIGN_NICKNAME = prbs_gen_1b
export VERILOG_FILES = /design/flow/design.v
export SDC_FILE = /design/flow/constraint.sdc
export NUM_CORES = 4
export LEC_CHECK = 1
export CORE_AREA = 10 10 106 106
export DIE_AREA = 0 0 116 116
File: constraint.sdc
current_design prbs_gen_1b

set clk_period 1.7
set clk_io_pct 0.2

create_clock -name clk0 -period $clk_period [get_ports {clk}]

set non_clock_inputs [all_inputs -no_clocks]
set_input_delay [expr $clk_period * $clk_io_pct] -clock clk0 $non_clock_inputs
set_output_delay [expr $clk_period * $clk_io_pct] -clock clk0 [all_outputs]
File: design.v
module prbs_gen_1b(
	input		arstb,		 
	input		rstb,		 
	input		clk,		 
	input		prbs_en,	 
	input		inv,		 
	input	[1:0]	ptrn_sel,	 
	output		out		 
	);
	reg	[30:0]	ptrn;
	always @(posedge clk or negedge arstb)
		begin
		if(!arstb)	ptrn <= 31'b010_1010_1010_1010_1010_1010_1010_1010;
		else if(!rstb)	ptrn <= 31'b010_1010_1010_1010_1010_1010_1010_1010;
		else
			begin
			if(prbs_en)
				begin
				case(ptrn_sel)
					2'b00 : ptrn <= {ptrn[30:7],(ptrn[0]^ptrn[1]),ptrn[6:1]};
					2'b01 : ptrn <= {ptrn[30:10],(ptrn[0]^ptrn[3]),ptrn[9:1]};
					2'b10 : ptrn <= {ptrn[30:15],(ptrn[0]^ptrn[1]),ptrn[14:1]};
					2'b11 : ptrn <= {(ptrn[0]^ptrn[3]),ptrn[30:1]};
					default : ptrn <= {(ptrn[0]^ptrn[3]),ptrn[30:1]};
				endcase
				end
			else	ptrn[0] <= ~ptrn[0];
			end
		end
	assign	out = inv ? ~ptrn[0] : ptrn[0];
endmodule
==> results.py <==
# Metrics from the implementation run
metrics = {
    "die": {
        "die_w_um": 116,
        "chip_area_um2": 13500,
        "core_area_um2": 8850,
        "initial_core_util_pct": 15.6,
        "die_y_um": 116,
        "row_count": 34,
        "ios": 8,
    },
    "synth": {
        "ys_types": 27,
        "ys_area_um2": 1380,
        "edf_count": 0,
        "avgSynthCellArea_um2": 10.1,
        "netlist_area_um2": 1380,
        "netlist_instances": 136,
        "ff_type": "dfrtp_1",
        "async_flop_share_pct": 100,
        "synth_flops": 31,
        "synth_stat.cells": 136,
        "seq_area_frac_synth_pct": 57.7,
        "yosys_warnings": 1,
    },
    "clock_network": {
        "cts_buffer_depth": 2,
        "insertion_delay_ns": 0.28,
        "tritoncts": "yes",
        "cts.sinks": 31,
        "path_clk_slew_ns": 0.06,
        "cts-root-buf": "clkbuf_8",
        "numCtsBuffers": 5,
        "cts_max_level": 2,
        "post_cts_buffers": 0,
    },
    "detailed_routing": {
        "wl_per_cell_um": 9.43,
        "drtPass1Iterations": 3,
        "vias_per_cell": 3.66,
        "drt-total-wl_um": 2430,
        "ant_nets": 0,
        "drc": 0,
        "diodes": 0,
        "vias": 943,
        "drtIter0Drc": 95,
    },
    "critical_path": {
        "crit_path_start_kind": "primary input",
        "critPathMaxFanout": 1,
        "cp.required_ns": 1.36,
        "end_kind": "output pin",
        "worstPathArrival_ns": 1.15,
        "crit_type": "in -> out",
    },
    "final_timing": {
        "maxSlewViolCount": 0,
        "rsz0062_at_grt": "false",
        "worstMarginPinSlew_ns": 0.393,
        "relSlewSlack_pct": 73.8,
        "hold_slack_ns": 0.449,
        "max_freq_mhz": 669,
        "period_used_pct": 87.9,
        "final.setup_skew_ns": 0.00515,
        "period_minus_slack_ns": 1.49,
        "setup_tns_ns": 0,
        "setup_violations": 0,
        "hold_viol": 0,
    },
    "place": {
        "place_hpwl_um": 1520,
        "dpl-instance-area_um2": 1610,
        "io_buffers": 7,
        "gp_congestion": 0.738,
    },
    "grt": {
        "grt_pass1_wl_um": 4430,
        "antenna_found_initial": 0,
        "globalRouteTotalUtil_pct": 3.95,
        "grt_max_degree": 32,
        "grt_pass1_vias": 982,
        "grt-ovfl-total": 0,
    },
    "cells_and_area": {
        "regMostFlops": "ptrn",
        "area_delta_synth_final_pct": 22.7,
        "largest_reg_flops": 31,
        "combGateArea_um2": 537,
        "reg_top3": "ptrn: 31 flops",
        "register_area_um2": 795,
        "post-route-cell-area_um2": 1690,
        "nFillCells": 974,
        "drive_above_1_share_pct": 20.7,
    },
    "status": {
        "status": "completed",
    },
    "job": {
        "openroad.warnings": 25,
        "drv_cap": 0,
    },
    "power_and_ir_drop": {
        "p_per_area_nw_per_um2": 910,
        "ir_drop_v": 0.000270,
        "p_leak_nw": 0.716,
    },
    "hold_path": {
        "hold_path_class": "in -> async",
    },
}
==> cell type report <==
class,count,area share (%)
clock inverters,1,0.296
repair buffers,13,8.22
well taps,108,7.99
flip-flops and latches,31,47.0
clock buffers,7,4.52
multi-input cells,97,31.8
inverters,1,0.222
==> cell usage in the layout, fill, tap and decap left out <==
cell type	Yosys	final
buf_4	2	4
nand2_2	2	2
dlygate4sd2_1	0	1
o21ai_0	2	2
nor3_1	1	1
a21boi_2	2	2
nor2_1	2	2
o21bai_1	1	1
nor3b_1	1	1
o211ai_1	1	1
buf_12	0	2
nand2_1	44	44
o311ai_0	1	1
clkbuf_1	3	2
dfstp_2	15	15
xor2_1	3	3
and3_1	1	1
and2_1	2	2
a21boi_0	9	9
mux2i_1	7	7
clkbuf_8	0	5
nand2b_1	2	2
o21ai_1	1	1
nand3_1	11	11
o2bb2ai_1	1	1
clkdlybuf4s50_1	0	6
clkinv_2	0	1
inv_1	1	1
nor2b_1	3	3
dfrtp_1	16	16
==> where the power goes <==
group / switching [W] / internal, W
combinational: 0.0000881 / 0.0000788
sequential: 0.0000268 / 0.000802
clock: 0.000256 / 0.000287
==> worst max-delay path, cell delays in order <==
cell,delay (ns)
clkdlybuf4s50_1,0.47
xor2_1,0.13
dlygate4sd2_1,0.22
==> synth_stat cells, types with 2 or more instances <==
cell type,instances,area [um^2]
mux2i_1,7,70.1
a21boi_2,2,22.5
and2_1,2,12.5
dfstp_2,15,394
a21boi_0,9,67.6
nand2_2,2,12.5
nor2_1,2,7.51
nand2b_1,2,12.5
xor2_1,3,26.3
nand3_1,11,55.1
nor2b_1,3,18.8
dfrtp_1,16,400
nand2_1,44,165
o21ai_0,2,10.0
clkbuf_1,3,11.3
buf_4,2,15.0
==> routing by layer <==
| metal | track usage (%) | part of all wire [%] | up-vias |
|---|---|---|---|
| li1 | - | - | 473 |
| met1 | 5.63 | 52 | 449 |
| met2 | 5.42 | 39 | 14 |
| met3 | 1.88 | 7.3 | 7 |
| met4 | 0.584 | 1.7 | 0 |
| met5 | 0 | 0 | - |
==> per-stage QoR <==
stage | power [W] | cells | worst slack, ns | util (%)
after floorplan | 0.000937 | 136 | 0.618 | -
after global placement | 0.00101 | 250 | -0.0825 | 18.2
after detailed placement | 0.00101 | 250 | -0.0779 | 18.2
after CTS | 0.00156 | 258 | 0.194 | 19.1
after global routing | 0.00163 | 258 | 0.140 | 19.1
final | 0.00154 | 258 | 0.205 | 19.1
==> worst paths after layout <==
kind	startpoint	endpoint	slack, ns	cells after the start
setup / recovery	inv	out	0.21	3
hold / removal	arstb	ptrn[22]	0.45	2
setup reg to reg	ptrn[1]	ptrn[6]	0.46	3
hold reg to reg	ptrn[15]	ptrn[15]	0.48	2
max in group asynchronous	arstb	ptrn[9]	0.92	2
min in group clk0	ptrn[15]	ptrn[15]	0.48	2
==> kinds of logic after synthesis <==
family                    after synthesis  synth area share [%]
and+or+nand+nor                        69                  22.0
DFF                                    31                  57.7
AOI/OAI and AO/OA                      18                  9.99
buffers and inverters                   8                  3.36
muxes                                   7                  5.09
xor gates and xnor gates                3                  1.91
==> what timing repair did <==
item	CTS	global route
gates resized	1	0
hold buffers	0	0
setup endpoints to repair	1	0
Power figures rest on the tool's default switching activity, not on a simulated workload.
